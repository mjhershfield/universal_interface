File: ./design.v
package lycan_globals;
  localparam int num_dut_pins = 16;
  localparam int width_dut_pins = $clog2(num_dut_pins);
  localparam int num_peripherals = 8;
  localparam int inputs_per_peripheral = 3;
  localparam int outputs_per_peripheral = 4;
  localparam int tristates_per_peripheral = 1;
  localparam int usb_packet_width = 32;
  localparam int periph_address_width = $clog2(num_peripherals);
  typedef enum logic [2:0] {
    PERIPH_LOOPBACK = 'd0,
    PERIPH_UART = 'd1,
    PERIPH_GPIO = 'd2
  } periph_type_t;
endpackage
package config_reg_pkg;
  typedef enum logic [2:0] {
    WHO_AM_I = 0,
    NUM_DATA_BITS = 1,
    STOP_BITS = 2,
    PARITY = 3,
    CLK_DIV_MAX = 4
  } uart_config_t;
  typedef enum logic[2:0] {
    GPIO_CONFIG_WHOAMI = 0,
    GPIO_CONFIG_ENABLE = 1,
    GPIO_CONFIG_SAMPLE_RATE = 2
  } gpio_config_t;
endpackage
package uart_pkg;
  typedef enum logic {
    STOP_BITS_1,
    STOP_BITS_2
  } stop_bits_t;
  typedef enum logic [1:0] {
    PARITY_NONE,
    PARITY_ODD,
    PARITY_EVEN
  } parity_t;
endpackage
module clk_div #(
    parameter width = 24
)
(
    input logic clk,
    input logic rst,
    output logic div_clk,
    input logic [width-1:0] max_count
);
logic [width-1:0] count;
always_ff @( posedge clk, posedge rst ) begin
    if (rst) begin
        div_clk <= 1'b0;
        count <= '0;
    end else begin
        if (count == '0) begin
            div_clk <= ~div_clk;
            count <= max_count - 1;
        end else begin
            div_clk <= div_clk;
            count <= count -1;
        end
    end
end
endmodule
module spi_master #(
    parameter WIDTH = 24
)(
    input logic clk,
    input logic rst,
    input logic [7:0] tx_data,
    input logic tx_empty,
    output logic CS_L,
    output logic SCLK,
    output logic MOSI,
    input logic MISO,
    input logic [WIDTH-1:0] sclk_div_count,
    output logic [7:0] rx_data,
    output logic rx_valid
);
typedef enum logic [1:0] {
    S_IDLE,
    S_START,
    S_TRANSFER,
    S_STOP
} spi_m_state_t;
spi_m_state_t state_r, nxt_state;
logic [7:0] shift_tx_r, nxt_shift_tx;
logic [7:0] shift_rx_r, nxt_shift_rx;
logic [3:0] bit_cnt_r, nxt_bit_cnt;
logic clk_pulse;     
clk_div #(
    .width(WIDTH)
)clk_div_spi(
    .clk(clk),
    .rst(rst),
    .div_clk(clk_pulse),
    .max_count(sclk_div_count)
);
assign SCLK = clk_pulse;
always_ff @(posedge clk_pulse or posedge rst) begin
    if (rst) begin
        state_r <= S_IDLE;
        shift_tx_r <= 8'b0;
        shift_rx_r <= 8'b0;
        bit_cnt_r <= 4'b0;
    end else begin
        state_r <= nxt_state;
        bit_cnt_r <= nxt_bit_cnt;
        shift_rx_r <= nxt_shift_rx;
        shift_tx_r <= nxt_shift_tx;
    end
end
always_comb begin
    nxt_state = state_r;
    nxt_bit_cnt = bit_cnt_r;
    nxt_shift_rx = shift_rx_r;
    nxt_shift_tx = shift_tx_r;
    CS_L = 1'b1;
    MOSI = 1'b0;
    rx_data = 8'b0;
    rx_valid = 1'b0;
    unique case (state_r)
        S_IDLE: begin
            CS_L = 1'b1;
            rx_valid = 1'b0;
            if (tx_empty == 0) begin
                nxt_shift_tx = tx_data;
                nxt_bit_cnt = 4'b0;
                nxt_state = S_START;
            end
        end
        S_START: begin
            CS_L = 1'b0;
            nxt_state = S_TRANSFER;
        end
        S_TRANSFER: begin
            if (bit_cnt_r < 8) begin
                CS_L = 1'b0;
                MOSI = shift_tx_r[7];  
                nxt_shift_tx = {shift_tx_r[6:0], 1'b0};
                nxt_shift_rx = {shift_rx_r[6:0], MISO};  
                nxt_bit_cnt = bit_cnt_r + 1;
            end else begin
                nxt_state = S_STOP;
                CS_L = 1'b0;  
            end
        end
        S_STOP: begin
            CS_L = 1'b1;
            rx_data = shift_rx_r;
            rx_valid = 1'b1;
            nxt_state = S_IDLE;
        end
        default: begin
        end
    endcase
end
endmodule
File: ./constraint.sdc
current_design spi_master

set clk_period 6.0
set clk_io_pct 0.2

create_clock -name clk0 -period $clk_period [get_ports {clk}]

set non_clock_inputs [all_inputs -no_clocks]
set_input_delay [expr $clk_period * $clk_io_pct] -clock clk0 $non_clock_inputs
set_output_delay [expr $clk_period * $clk_io_pct] -clock clk0 [all_outputs]
File: ./config.mk
export PLATFORM = sky130hd
export DESIGN_NAME = spi_master
export DESIGN_NICKNAME = spi_master
export VERILOG_FILES = /design/flow/design.v
export SDC_FILE = /design/flow/constraint.sdc
export NUM_CORES = 4
export LEC_CHECK = 1
export CORE_UTILIZATION = 50
File: ./run.sh
#!/bin/bash
# OpenROAD 26Q1-2900-gdf79404cd8, Yosys 0.63+post, stock flow scripts
make -C /OpenROAD-flow-scripts/flow DESIGN_CONFIG=/design/flow/config.mk WORK_HOME=/design/flow/orfs finish
==> Flow_metrics.wiki <==
== Implementation results ==
{| class="wikitable"
! Metric !! Value
|-
| Result of the run || completed
|-
| Die boundary height || 76.1 um
|-
| Placement-stage cell area || 3270 um2
|-
| Kind of cell with the highest combined delay on the critical path || simple AND/OR/NAND/NOR gates
|-
| PostCTS Resize Cnt || 0
|-
| Clk pin slew, worst setup/hold paths || 0.09 ns
|-
| Netlist area before placement || approximately 2700 um2
|-
| Post-route design area || ~3300 um2
|-
| Biggest fanout along the worst timing path || 5
|-
| Maximum number of buffers from clock root to sink || 2
|-
| Fraction of final layout cells sized beyond drive strength 1 || 0.0821
|-
| Number of H-tree levels || 1
|-
| HPWL after detailed placement || approximately 4000 um
|-
| I/O pin count || ~48
|-
| Via count of the first global-routing pass || about 2,000
|-
| Final setup violation count || 0
|-
| Core box area || roughly 5200 um2
|-
| Commonest register cell after synthesis || dfrtp_1
|-
| Cell leakage power || roughly 1.3 nW
|-
| Power per cell area || ~110 nW/um2
|-
| Origin of the worst min-delay path || clk_div_spi.count[0]
|-
| Count of unclocked register or latch pins || 24
|-
| Final core occ || 0.638
|-
| Setup slack on the worst flop-to-flop path || 2.92 ns
|-
| Drt initial violations || ~64
|-
| Remaining max-slew budget at the tightest pin || 0.544
|-
| Critical Path Slowest Stage Cell || clkdlybuf4s50_1
|-
| Accumulated negative setup slack || 0 ns
|-
| Post-synth seq share || 0.448
|-
| Number of placement rows || 26
|-
| Cells in synth_stat.txt || 287
|-
| Number of remaining DRC errors || 0
|-
| CP startpoint kind || primary input
|-
| Pin count of the biggest net entering global routing || ~50
|-
| Highest clock rate || about 290 MHz
|-
| Count of final max-slew check failures || 0
|-
| Destination of the worst register-to-register timing path || clk_div_spi.count[16]
|-
| Global placer's final weighted congestion || roughly 0.86
|-
| Initial DRT Pass Iterations || 4
|-
| Area overhead of the layout relative to synthesis || 21.0%
|-
| Filler instances || 459
|-
| Initial Utilization || 0.527
|-
| Clock tree from TritonCTS || built
|-
| Die Width || about 76 um
|-
| Worst path cell trace || clkdlybuf4s50_1, a21oi_1, ha_1, nor3b_1, nand2b_1, nor3_1, mux2i_1, nor3_2, o211ai_1, xor2_1
|-
| Post-synthesis area per instance || between 9 and 10 um2
|-
| Total overflow reported by the global router || 0
|-
| Final hold violation count || 0
|-
| Area share of the largest cell type after synthesis || 0.438
|-
| Flip-flop and latch count after synthesis || 49
|-
| Max stage delay on crit path || approximately 0.43 ns
|-
| Fin crit period || between 3 and 4 ns
|-
| Max Cap Viol || 0
|-
| TritonCTS buffer count || 3
|-
| Wire length reported by the detailed router || 5390 um
|-
| Number of antenna violations at the first check in global routing || 0
|-
| WL per Instance || between 10 and 15 um
|-
| Largest voltage drop on the vdd net || around 0.081 mV
|-
| Total routing resource utilization after global routing || 0.200
|-
| Critical Path AT || roughly 3.6 ns
|-
| Skew final || 0.00225 ns
|-
| Hold-fix buffer count after cts || 0
|-
| Endpoints left unconstrained || 35
|-
| Ys async rst share || 1.00
|-
| Type of the most critical hold path || reg -> reg
|-
| Antenna Cells || 0
|-
| RSZ-0062 raised after global routing || no
|-
| Number of different library cells in the post-synthesis netlist || roughly 53
|-
| Wire length of the first global-routing pass || 9150 um
|-
| Number of synthesis warnings || 2
|-
| Pin slew with the least headroom to its limit || 0.678 ns
|-
| Number of vias per cell || about 5.5
|-
| Final period util || 0.578
|-
| Overall chip area || 5790 um2
|-
| Number of synthesized flops with an enable pin || 0
|-
| Clock insertion delay at the later pin of the skew report || between 0.2 and 0.3 ns
|-
| Library cell occupying the most area in the post-synthesis netlist || dfrtp_1
|-
| Setup ws final || ~2.5 ns
|-
| Hold Path End || clk_div_spi.count[0]
|-
| Critical setup path kind || in -> reg
|-
| Dominant cells by area after synthesis || dfrtp_1 (44%), mux2i_1 (4.7%), mux2_2 (4.1%)
|-
| Chip Area, Yosys || between 2000 and 3000 um2
|-
| Endpoint class of the critical path || flop
|-
| Total buffers and inverters traversed by the critical path || 1
|-
| Post-Syn Instances || roughly 290
|-
| Tool Warnings || 26
|-
| WHS Path Cells || 1
|-
| Post-CTS Setup Inserts || 0
|-
| Worst reg2reg startpoint || clk_div_spi.count[1]
|-
| Count of vias placed by the detailed router || ~2,200
|-
| CTS root buffer || clkbuf_8
|-
| Number of cell instances on the worst register-to-register path || 12
|-
| Antenna viol nets, final || 0
|-
| IO Port Bufs || around 47
|-
| Dpl ws || about 2.2 ns
|-
| Data required, critical path || about 6 ns
|}
power breakdown:
part | switching (mW) | internal, mW | total [mW] | leakage (nW)
registers | 0.0109 | 0.174 | 0.185 | 0.603
logic | 0.0275 | 0.0347 | 0.0621 | 0.648
clock network | 0.0570 | 0.0471 | 0.104 | 0.0217
stage by stage:
| stage | power (mW) | cells | hold WS (ns) |
|---|---|---|---|
| after floorplan | 0.215 | 287 | 0.500 |
| final | 0.351 | 399 | 0.557 |
| after global placement | 0.250 | 395 | 0.533 |
| after global routing | 0.369 | 399 | 0.602 |
| after detailed placement | 0.250 | 395 | 0.532 |
| after CTS | 0.355 | 399 | 0.547 |
Yosys cell counts, drive strengths merged, types with 3 or more instances:
cell type   n
nand3       8
mux2i      13
or2         3
o21ai      20
nand2b      5
o211ai      4
buf         4
xnor2       3
inv         8
or3         6
nand2      20
a21oi      19
nor2b       3
nor2       25
and2       11
dfrtp      48
nor4        7
a31oi       4
clkbuf      7
mux2       10
nor3       14
nor3b       4
xor2       12
layout make-up:
type                            count  area, um2  share of cell area
Clock buffer                        3       41.3              0.0124
Timing Repair Buffer               49        485               0.146
Sequential cell                    49       1230               0.370
Inverter                            8       30.0             0.00905
Multi-Input combinational cell    219       1440               0.434
Clock inverter                      1       7.51             0.00226
Tap cell                           70       87.6              0.0264
kinds of logic (layout without fill, tap and decap cells):
kind of cell / Yosys count / in the layout / share of synthesized area
flip-flops: 49 / 49 / 0.448
buffers and inverters: 19 / 61 / 0.0274
XOR/XNOR: 15 / 15 / 0.0479
AND/OR/NAND/NOR: 113 / 113 / 0.229
adder cells (fa/ha/maj): 2 / 2 / 0.00912
multiplexers: 23 / 23 / 0.0885
AND-OR/OR-AND: 66 / 66 / 0.151
cell usage in the layout (no fill, tap or decap), types with 8 or more instances in the layout:
| cell type | synthesis | routed |
|---|---|---|
| and2_1 | 11 | 11 |
| xor2_1 | 12 | 12 |
| nand2_1 | 20 | 20 |
| nand3_1 | 8 | 8 |
| mux2_2 | 10 | 10 |
| o21ai_0 | 20 | 20 |
| clkdlybuf4s50_1 | 0 | 47 |
| mux2i_1 | 13 | 13 |
| nor2_1 | 25 | 25 |
| nor3_1 | 12 | 12 |
| a21oi_1 | 19 | 19 |
| dfrtp_1 | 48 | 48 |
routing by layer:
layer | up-vias | track usage | wire, um
li1 | 1124 | - | -
met1 | 1014 | 0.314 | 2640
met2 | 46 | 0.331 | 2500
met3 | 4 | 0.0134 | 191
met4 | 0 | 0.0250 | 54
met5 | - | 0 | 0
registers in the layout (all words and copies together) (netlist names):
register / count
shift_tx_r: 8
bit_cnt_r: 4
shift_rx_r: 8
clk_div_spi.div_clk: 1
state_r: 4
clk_div_spi.count: 24
worst max-delay path by stage:
stage / startpoint / endpoint / slack [ns] / cells past startpoint
after CTS: sclk_div_count[0] / clk_div_spi.count[16] / 2.54 / 10
after global routing: sclk_div_count[0] / clk_div_spi.count[16] / 2.28 / 10
final: sclk_div_count[0] / clk_div_spi.count[16] / 2.53 / 10
Power is estimated from default activity; no workload was simulated.
