==> /design/flow/design.v <==
package lycan_globals;
  localparam int num_dut_pins = 16;
  localparam int width_dut_pins = $clog2(num_dut_pins);
  localparam int num_peripherals = 8;
  localparam int inputs_per_peripheral = 3;
  localparam int outputs_per_peripheral = 4;
  localparam int tristates_per_peripheral = 1;
  localparam int usb_packet_width = 32;
  localparam int periph_address_width = $clog2(num_peripherals);
  typedef enum logic [2:0] {
    PERIPH_LOOPBACK = 'd0,
    PERIPH_UART = 'd1,
    PERIPH_GPIO = 'd2
  } periph_type_t;
endpackage
package config_reg_pkg;
  typedef enum logic [2:0] {
    WHO_AM_I = 0,
    NUM_DATA_BITS = 1,
    STOP_BITS = 2,
    PARITY = 3,
    CLK_DIV_MAX = 4
  } uart_config_t;
  typedef enum logic[2:0] {
    GPIO_CONFIG_WHOAMI = 0,
    GPIO_CONFIG_ENABLE = 1,
    GPIO_CONFIG_SAMPLE_RATE = 2
  } gpio_config_t;
endpackage
package uart_pkg;
  typedef enum logic {
    STOP_BITS_1,
    STOP_BITS_2
  } stop_bits_t;
  typedef enum logic [1:0] {
    PARITY_NONE,
    PARITY_ODD,
    PARITY_EVEN
  } parity_t;
endpackage
module uart_reg8to24 (
    input  logic        clk,
    input  logic        rst,
    input  logic        wren,
    input  logic [ 7:0] din,
    input  logic        rden,
    output logic [31:0] dout,
    output logic [1:0] valid_bytes
);
  logic [23:0] data_r, nxt_data;
  logic [1:0] valid_bytes_r, nxt_valid_bytes;
  always_ff @(posedge clk or posedge rst) begin
    if (rst) begin
      data_r <= 24'd0;
      valid_bytes_r <= 2'b00;
    end else begin
      data_r <= nxt_data;
      valid_bytes_r <= nxt_valid_bytes;
    end
  end
  always_comb begin
    nxt_data = data_r;
    nxt_valid_bytes = valid_bytes_r;
    if (rden) begin
      nxt_valid_bytes = '0;
      nxt_data = '0;
    end 
    if (wren) begin
      unique0 case (valid_bytes_r)
        2'd0: nxt_data[7:0] = din;
        2'd1: nxt_data[15:8] = din;
        2'd2: nxt_data[23:16] = din;
      endcase;
      if (valid_bytes_r != 2'd3)
        nxt_valid_bytes = valid_bytes_r + 1;
    end
    dout = data_r;
    valid_bytes = valid_bytes_r;
  end
endmodule
==> /design/flow/run.sh <==
#!/bin/bash
# OpenROAD 26Q1-2900-gdf79404cd8, Yosys 0.63+post, stock flow scripts
make -C /OpenROAD-flow-scripts/flow DESIGN_CONFIG=/design/flow/config.mk WORK_HOME=/design/flow/orfs finish
==> /design/flow/config.mk <==
export PLATFORM = sky130hd
export DESIGN_NAME = uart_reg8to24
export DESIGN_NICKNAME = uart_reg8to24
export VERILOG_FILES = /design/flow/design.v
export SDC_FILE = /design/flow/constraint.sdc
export NUM_CORES = 4
export LEC_CHECK = 1
export CORE_AREA = 10 10 96 96
export DIE_AREA = 0 0 106 106
==> /design/flow/constraint.sdc <==
current_design uart_reg8to24

set clk_period 3.3
set clk_io_pct 0.2

create_clock -name clk0 -period $clk_period [get_ports {clk}]

set non_clock_inputs [all_inputs -no_clocks]
set_input_delay [expr $clk_period * $clk_io_pct] -clock clk0 $non_clock_inputs
set_output_delay [expr $clk_period * $clk_io_pct] -clock clk0 [all_outputs]
==> Slide: Implementation Results <==
Implementation Results

Place
  – Post-Place Cell Area: 0.001804 sq mm
  – Dpl cells: ~260
  – HPWL Detailed: roughly 2800 um
  – Placer congestion estimate: about 0.79
  – Port Buffer Count: 37

Synth
  – Largest area contributor in the netlist: dfrtp_1
  – Asr flop ratio synth: ~100%
  – Distinct cells, synth: 16
  – Synthesis-stage register bit count: 26
  – Synth top cell by count: dfrtp_1
  – Max-area cell share: between 40 and 50%
  – Top logic family: simple AND/OR/NAND/NOR gates
  – Mapped Avg Cell Area: about 11 sq um
  – Post-synth EDFFs: 0
  – Compound Share, Synth: 14.80%
  – Yosys simple share: between 20% and 30%
  – Mux share: between 1.5 and 2%
  – Yosys cell count: approximately 130
  – Yosys xor share: 0%
  – Gate count of the mapped netlist: 133
  – Commonest cells post-synth: dfrtp_1, nand2b_1, nand3_1, o21ai_2, buf_4
  – Number of synthesis warnings: 1
  – Register share after synthesis: around 46%
  – Top area cell types: dfrtp_1, o21ai_2, nand2b_1
  – Top_reg_cell synth: dfrtp_1
  – Syn Std Cell Area: 0.001420 sq mm
  – Adder share: 3.524%
  – Chip Area, Yosys: between 0.001 and 0.0015 sq mm

Floorplanning
  – Ports: 46
  – Core box area: roughly 0.007 sq mm
  – Chip area: between 0.01 and 0.015 sq mm
  – Rows: 31
  – Core Util at FP: approximately a fifth
  – Die height: 106 um
  – Width of the chip: around 110 um

Detailed routing
  – Wirelength, routed: approximately 3600 um
  – Drt via density: approximately 3.8
  – Via count: 1001
  – Antenna diodes: 0
  – Remaining DRCs: 0
  – ANT nets after route: 0
  – Wire length per cell: approximately 14 um
  – Initial drt markers: roughly 44
  – TritonRoute pass-1 iters: 4

Global route
  – All-Layer GR Usage: 6.269%
  – Global route overflow: 0
  – Vias in the first global route: between 1000 and 1500
  – First-pass GRT wire length: 5740 um
  – Largest net degree at the start of global routing: 27
  – Initial antenna violation count: 0

Critical path
  – Arrival time at the worst endpoint: 2.05 ns
  – Crit path max-delay family: buffers and inverters
  – Worst setup EP type: flop
  – CP Max Fanout: 21
  – Reg2reg start: valid_bytes_r[0]
  – Critical path class: in -> reg
  – Startpoint Class: primary input
  – Crit-path max cell delay: around 0.92 ns
  – Crit Reg-Reg Endpoint: data_r[22]
  – Worst path cell trace: clkdlybuf4s50_1, nand2b_2, mux2_4
  – Reg2Reg Setup Slack: slightly below 2 ns
  – Crit path DRT: ~3.5 ns
  – Reg2reg path depth: 4
  – WP buf/inv: 1
  – Crit path max-delay cell type: clkdlybuf4s50_1

Final layout
  – Design Area, Final: 0.001846 sq mm
  – Area growth syn-to-layout: 29.96%
  – Non-Filler Instances: between 200 and 300
  – Filler instances: between 700 and 800
  – Area occupied by multi-input gates: between 600 and 700 sq um
  – FF+latch area: roughly 650 sq um
  – Share of the core filled with cells: 25.58%
  – Proportion of layout cells with a drive suffix above 1: a little over a fifth

Power and ir drop
  – Int Power: 0.7051 mW
  – Sw Ratio: just over 30%
  – Combinational share of power: roughly 39%
  – Pwr/cell area: 553.7 mW/mm^2
  – Sequential fraction of design power: between 40% and 50%
  – Lkg Pwr: about 0.76 nW
  – Worst vdd ir: around 0.23 mV
  – Clock power frac: roughly 18%
  – Net Sw Power: approximately 0.32 mW

Clock network
  – Total clock sinks: 26
  – CTS resizes: 0
  – CTS tree: done
  – Clock root buffer: clkbuf_8
  – CTS hold repair buffers: 0
  – H-tree depth reported by CTS: 1
  – Max Root-Sink Buffers: 2
  – Buffer count from post-CTS setup fixing: 0
  – CTS Buf Count: 3
  – Clock latency (worst-skew pair): 0.27 ns
  – Clock-pin slew on the worst setup and hold paths: roughly 0.09 ns

Timing
  – Fin crit share: between 50% and 60%
  – Crit path time final: between 1.5 and 2 ns
  – # setup viols final: 0
  – RSZ-0062 raised after global routing: false
  – Rel. slew slack: a little over half
  – Clock skew: around 0.0013 ns
  – Worst Max-Slew Pin Slew: roughly 0.72 ns
  – Final tally of max-slew violations: 0
  – FMAX: 528.1 MHz
  – Final TNS setup: 0 ns
  – Final hold vios: 0

Run status
  – Status: completed

Job
  – Tool Warnings: 28
  – Max-Cap Viols: 0

Worst hold path
  – HP Class: reg -> reg
  – Hold Startpoint: data_r[6]
  – Hold EP: data_r[6]
  – Hold depth: 2
## worst max-delay path by stage
stage,from,end,slack [ns],cells past startpoint
finish,wren,valid_bytes_r[1],1.41,3
CTS,valid_bytes_r[0],valid_bytes[0],1.41,1
global route,rden,valid_bytes_r[1],1.34,3
## placed cells by master (no fill, tap or decap), drive strengths merged
cell type / count
clkdlybuf4s50: 37
nand3: 24
and2: 3
clkbuf: 3
ha: 4
buf: 2
inv: 3
o21ai: 24
nand2b: 26
mux2: 1
mux2i: 1
dfrtp: 26
nor2b: 1
conb: 8
## worst min-delay path, stage by stage, from the launching register on
cell      delay (ns)
dfrtp_1         0.38
nand2b_1        0.08
o21ai_2         0.05
## final cells by class
type,instances,share of cell area (%)
multi-input combinational,92,34.31
tap,99,6.712
inverter,3,0.6102
clock buffer,3,2.237
timing repair buffer,39,20.88
sequential,26,35.25
## state kept, by name, summed over array words and instances (netlist names)
register	cells
data_r	24
valid_bytes_r	2
## layer usage
metal,GRT usage [%],up-vias,wire length [um]
li1,-,488,-
met1,9.136,476,1772
met2,9.320,35,1552
met3,2.141,2,240
met4,0.1934,0,14
met5,0,-,0
## per-stage QoR
| stage | total power [mW] | hold slack (ns) | worst slack, ns |
|---|---|---|---|
| 3_3_place_gp | 0.8597 | 0.5264 | 1.158 |
| 5_1_grt | 1.104 | 0.5634 | 1.338 |
| 6_report | 1.022 | 0.5429 | 1.406 |
| 2_1_floorplan | 0.6804 | 0.4840 | 2.035 |
| 4_1_cts | 1.042 | 0.5487 | 1.407 |
| 3_5_place_dp | 0.8609 | 0.5285 | 1.142 |
## cell families (layout without fill, tap and decap cells)
| kind of cell | Yosys count | after routing |
|---|---|---|
| buf+inv | 22 | 45 |
| simple gates | 54 | 54 |
| compound gates | 24 | 24 |
| mux | 2 | 2 |
| other cells | 1 | 8 |
| fa+ha+maj | 4 | 4 |
| flops | 26 | 26 |
## power by group through the flow
stage	registers, mW	clock network (mW)	logic, mW
final	0.443	0.181	0.398
after global routing	0.456	0.199	0.449
after CTS	0.446	0.183	0.413
No activity file was given, so power comes from the tool's default toggle rates.
