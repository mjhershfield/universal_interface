==> flow/design.v <==
package lycan_globals;
  localparam int num_dut_pins = 16;
  localparam int width_dut_pins = $clog2(num_dut_pins);
  localparam int num_peripherals = 8;
  localparam int inputs_per_peripheral = 3;
  localparam int outputs_per_peripheral = 4;
  localparam int tristates_per_peripheral = 1;
  localparam int usb_packet_width = 32;
  localparam int periph_address_width = $clog2(num_peripherals);
  typedef enum logic [2:0] {
    PERIPH_LOOPBACK = 'd0,
    PERIPH_UART = 'd1,
    PERIPH_GPIO = 'd2
  } periph_type_t;
endpackage
package config_reg_pkg;
  typedef enum logic [2:0] {
    WHO_AM_I = 0,
    NUM_DATA_BITS = 1,
    STOP_BITS = 2,
    PARITY = 3,
    CLK_DIV_MAX = 4
  } uart_config_t;
  typedef enum logic[2:0] {
    GPIO_CONFIG_WHOAMI = 0,
    GPIO_CONFIG_ENABLE = 1,
    GPIO_CONFIG_SAMPLE_RATE = 2
  } gpio_config_t;
endpackage
package uart_pkg;
  typedef enum logic {
    STOP_BITS_1,
    STOP_BITS_2
  } stop_bits_t;
  typedef enum logic [1:0] {
    PARITY_NONE,
    PARITY_ODD,
    PARITY_EVEN
  } parity_t;
endpackage
module uart_reg24to8 (
    input  logic        clk,
    input  logic        rst,
    input  logic        wren,
    input  logic [31:0] din,
    input  logic        rden,
    output logic [ 7:0] dout,
    output logic        valid
);
  logic [23:0] data_r, nxt_data;
  logic [1:0] count_r, nxt_count;
  logic [1:0] num_valid_r, nxt_num_valid;
  always_ff @(posedge clk or posedge rst) begin
    if (rst) begin
      data_r <= 24'd0;
      count_r <= 2'b00;
      num_valid_r <= 2'b00;
    end else begin
      data_r <= nxt_data;
      count_r <= nxt_count;
      num_valid_r <= nxt_num_valid;
    end
  end
  always_comb begin
    nxt_data = data_r;
    nxt_count = count_r;
    nxt_num_valid = num_valid_r;
    valid = (count_r < num_valid_r);
    if (wren) begin
      nxt_data  = din[23:0];
      nxt_count   = 2'b0;
      nxt_num_valid = din[27:26];
    end else if (rden) begin
      nxt_count = count_r + 1;
    end
    unique case (count_r)
      2'd0: dout = data_r[7:0];   
      2'd1: dout = data_r[15:8];
      2'd2: dout = data_r[23:16];
      2'd3: dout = '0;
    endcase
  end
endmodule
==> flow/run.sh <==
#!/bin/bash
# OpenROAD 26Q1-2900-gdf79404cd8, Yosys 0.63+post, stock flow scripts
make -C /OpenROAD-flow-scripts/flow DESIGN_CONFIG=/design/flow/config.mk WORK_HOME=/design/flow/orfs finish
==> flow/config.mk <==
export PLATFORM = sky130hd
export DESIGN_NAME = uart_reg24to8
export DESIGN_NICKNAME = uart_reg24to8
export VERILOG_FILES = /design/flow/design.v
export SDC_FILE = /design/flow/constraint.sdc
export NUM_CORES = 4
export LEC_CHECK = 1
export CORE_UTILIZATION = 30
==> flow/constraint.sdc <==
current_design uart_reg24to8

set clk_period 2.1
set clk_io_pct 0.2

create_clock -name clk0 -period $clk_period [get_ports {clk}]

set non_clock_inputs [all_inputs -no_clocks]
set_input_delay [expr $clk_period * $clk_io_pct] -clock clk0 $non_clock_inputs
set_output_delay [expr $clk_period * $clk_io_pct] -clock clk0 [all_outputs]
==> changes_impl.md <==
### Metrics

- Via count: ~900
- Final setup margin: -0.05725 ns
- Top Layout Cells: clkdlybuf4s50_1, dfrtp_1, mux2_2
- Die ar.: ~4600 sq um
- Adder-cell area share of the yosys netlist: under 10%
- Log Warnings: 35
- Most used logic cell in the final layout: clkdlybuf4s50_1
- Share of cells above drive strength 1: between 30% and 40%
- Sw power: just over 300 uW
- Diode count: 0
- 1st-iter DRT viols: 23
- IO Pins: around 45
- VDD IR max: about 420 uV
- Yosys xor share: less than 1%
- Area share, top type: a little over half
- Vias per cell: 4.595
- Num rows: 23
- Status: complete, but fails checks
- Cycle use final: 102.7%
- Avg Cell Area, Syn: 13.04 sq um
- Die y size: about 68 um
- Cells after Synth: between 90 and 100
- Worst reg2reg path depth: 4
- Fillcell total: ~350
- Ys Warns: 1
- Yosys synthesis chip area: ~1300 sq um
- Hold_ws: a little over 0.5 ns
- Actual slew at the worst max-slew pin: approximately 0.35 ns
- Final setup viols: 1
- Peak Freq: about 460 MHz
- Clock Skew: between 0.0001 and 0.00015 ns
- Switching share of power: roughly 22%
- PD cells: between 700 and 800 nW/um^2
- R2R Path End: count_r[0]$_DFFE_PP0P_
- PortBufs: 38
- Clk Tree Root Cell: clkbuf_8
- Maximum number of pins on one net before global-route repair: 30
- AO/OA Area Share: roughly 8.5%
- Seq pwr share: between 40 and 50%
- # Cells Yosys: 99
- Crit Path Class: reg -> out
- Post-DP HPWL: 1.767 mm
- R2r startpoint: count_r[0]$_DFFE_PP0P_
- Final wirelength: about 2.6 mm
- Worst Path Arrival: about 1.7 ns
- Fp_density: a little under a third
- Core area: around 4100 sq um
- Leakage power: ~0.9 nW
- Area growth syn-to-layout: 50.00%
- Startpoint types: flip-flop
- Yosys reg bits: 28
- Iteration count of the initial detailed-routing pass: 4
- Gate Area: around 590 sq um
- Clk sink count: 28
- Combinational Power Share: 23.8%
- Cell Type Count: 17
- Slew HR: 76.76%
- Internal Pwr Total: around 1.1 mW
- Hold Vio Cnt, Final: 0
- GPL Wtd Cong: between 0.7 and 0.8
- CTS tree: done
- Clock Power Share: roughly 30%
- Post-route minimum period: between 2 and 2.5 ns
- Mux frac, synth: between 20 and 25%
- Setup TNS: -0.05725 ns
- DR WL/cell: approximately 13 um
- Simple share: approximately 3.7%
- Top cells, area: dfrtp_1, mux2_2, mux2_4
- Failing checks: setup timing
- R2R Setup Slk: about 1.1 ns
- Worst EP required: around 1.7 ns
- CTS buffer count: 3
- Reg area: approximately 700 sq um
- Crit Path Max Fanout: 3
- Max-cap viol count: 0
- Vias in the first global route: approximately 850
- Total global-route track usage: 12.81%
- CTS max path bufs: 2
- Clk latency late pin: approximately 0.26 ns
- Max H-tree Level: 1
- Worst Setup End Kind: output port
- Post-Syn Area: 1291 sq um
- RSZ-0062 raised after global routing: yes
- Logic family by area: multiplexers
- Pre-CTS WS: -0.01724 ns
- DRC viols: 0
- Worst-path clk slew: roughly 0.1 ns
- First-pass GRT wire length: between 4 and 5 mm
- Seq/Total Area, Yosys: a little over half
- Biggest area consumer among synthesized cells: dfrtp_1
- Die X: around 68 um
- Antenna violations before repair: 0
- Max-slew violation count: 0
- GRT overflow: 0
- Antenna Nets Post-Route: 0
- Hold WC Path Type: in -> async
[cell usage after synthesis]
master / number
nand2b_1: 1
xnor2_1: 1
buf_4: 1
buf_2: 2
mux2_2: 19
mux2i_1: 1
buf_6: 2
dfrtp_1: 28
nand2_1: 9
nor2_1: 2
ha_1: 4
a22oi_1: 8
o21ai_0: 9
clkbuf_2: 1
mux2_4: 6
inv_1: 4
a21oi_1: 1
[kinds of logic (layout without fill, tap and decap cells)]
logic type      Yosys count  count (layout)
buf+inv                  10              56
compound gates           18              18
mux                      26              26
flops                    28              28
xor+xnor                  1               1
simple gates             12              12
fa+ha+maj                 4               4
[metrics by stage]
stage / power (mW) / utilization, % / instances / area [sq um]
after floorplan: 0.7612 / - / 99 / 1291
after global placement: 0.9216 / 42.98 / 185 / 1744
after detailed placement: 0.9269 / 42.98 / 185 / 1744
after CTS: 1.365 / 45.88 / 191 / 1862
after global routing: 1.442 / 47.73 / 195 / 1937
final: 1.364 / 47.73 / 195 / 1937
[worst max-delay path by stage]
stage | to | slack, ns | from | cells past startpoint
finish | valid | -0.06 | count_r[1]$_DFFE_PP0P_ | 4
CTS | dout[3] | -0.05 | count_r[0]$_DFFE_PP0P_ | 6
global route | valid | -0.12 | count_r[0]$_DFFE_PP0P_ | 5
[layer usage]
layer | wire, um | global-route usage [%] | vias up
li1 | - | - | 438
met1 | 1254 | 21.38 | 434
met2 | 1188 | 18.94 | 22
met3 | 133 | 1.370 | 2
met4 | 24 | 1.596 | 0
met5 | 0 | 0 | -
[power groups by stage]
stage / Clock (mW) / Sequential [mW] / Combinational [mW]
final: 0.416 / 0.623 / 0.324
after global routing: 0.448 / 0.632 / 0.363
after CTS: 0.425 / 0.621 / 0.318
[timing repair]
item                                    CTS  global route
endpoints found under the setup margin    8             9
pin swaps                                 0             2
cloned                                    0             0
gates resized                            12            15
setup buffers                             2             4
hold buffers                              0             0
[cell type report]
| class | count | area share [%] |
|---|---|---|
| multi-input combinational | 61 | 30.30 |
| timing repair buffer | 48 | 25.84 |
| tap | 50 | 3.230 |
| inverter | 4 | 0.7752 |
| clock inverter | 1 | 1.550 |
| sequential | 28 | 36.18 |
| clock buffer | 3 | 2.132 |
[flip-flops by register name, summed over array words and instances, names as in the netlist]
signal,count
count_r,2
data_r,24
num_valid_r,2
[critical path: stages, from the launching register on]
cell             delay, ns
dfrtp_1               0.40
buf_4                 0.16
ha_1                  0.31
a21oi_2               0.14
clkdlybuf4s50_1       0.47
Power and IR drop assume default switching activity.
